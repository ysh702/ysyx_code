--- design/flow/run.sh ---
#!/bin/bash
# OpenROAD 26Q1-2900-gdf79404cd8, Yosys 0.63+post, stock flow scripts
make -C /OpenROAD-flow-scripts/flow DESIGN_CONFIG=/design/flow/config.mk WORK_HOME=/design/flow/orfs finish
--- design/flow/config.mk ---
export PLATFORM = sky130hd
export DESIGN_NAME = encode38
export DESIGN_NICKNAME = encode38
export VERILOG_FILES = /design/flow/design.v
export SDC_FILE = /design/flow/constraint.sdc
export NUM_CORES = 4
export LEC_CHECK = 1
export CORE_AREA = 10 10 70 70
export DIE_AREA = 0 0 80 80
--- design/flow/constraint.sdc ---
current_design encode38

set clk_period 1.4
set clk_io_pct 0.2

create_clock -name clk0 -period $clk_period

set non_clock_inputs [all_inputs -no_clocks]
set_input_delay [expr $clk_period * $clk_io_pct] -clock clk0 $non_clock_inputs
set_output_delay [expr $clk_period * $clk_io_pct] -clock clk0 [all_outputs]
--- design/flow/design.v ---
module encode38(x,en,y, indicate);
  input  [7:0] x;
  input  en;
  output reg [2:0]y;
  output reg indicate;
  integer i;
  always @(x or en) begin
    if (en) begin
      y = 0;
      if (x != 0) indicate <= 1'b1;
      else indicate <= 1'b0;
      for( i = 0; i <= 7; i = i+1)
          if(x[i] == 1)  y = i[2:0];
    end
    else  y = 0;
  end
endmodule
==> job_summary.md <==
### Flow metrics

| Metric | Value |
|---|---|
| WL final | `509 um` |
| N_diodes | `0` |
| Fp util | `2.86%` |
| Netlist cell types | `11` |
| Post-Place Cells | `75` |
| GR Layer Usage met1 | `1.72%` |
| Endpoints left unconstrained | `2` |
| Met3 capacity usage during global routing | `0.455%` |
| Commonest cells in the netlist | `nor2_1 (3), inv_1 (2)` |
| Gr usage total | `1.41%` |
| Tool warnings | `33` |
| Die Wd | `80 um` |
| CP max stage delay | `250 ps` |
| Top cells by area | `o41ai_2 (17%), dlxtp_1 (15%), nor4_2 (13%)` |
| Worst path buffer plus inverter count | `2` |
| Worst setup SP type | `input pin` |
| CP arrival | `1070 ps` |
| Status | `finished, final reports clean` |
| 1st-iter DRT viols | `3` |
| Remaining antenna violation count | `0` |
| Critical path capture point type | `output port` |
| Delay-heaviest family, CP | `buffers and inverters` |
| Maximum VDD drop | `16.9 uV` |
| Total number of vias | `164` |
| # port buffers | `13` |
| DRT Pass-1 Iters | `3` |
| Post-synthesis cell area | `97.6 um2` |
| Final hold vios | `0` |
| Area leader, netlist | `o41ai_2` |
| Yosys chip area | `97.6 um2` |
| Synth-to-layout area growth | `214%` |
| Die Y | `80 um` |
| Worst rel slew slack | `84.6%` |
| Post-route insts no fill | `77` |
| Leakage | `0.123 nW` |
| Area share, top type | `16.7%` |
| Pre-CTS WS | `-542 ps` |
| Synth top cell by count | `nor2_1` |
| Gate Count Post-Synth | `14` |
| Gp weighted congestion | `0.686` |
| Routed WL per cell | `6.61 um` |
| Ys flops | `1` |
| RSZ-0062 raised after global routing | `no` |
| Max_cap viols | `0` |
| Cycle use final | `96.2%` |
| Tmin final | `1350 ps` |
| GRT Max-Usage Layer | `met2` |
| Std-Cell Rows | `21` |
| Biggest registers after layout | `indicate x1` |
| GRT overflow | `0` |
| Largest net degree at the start of global routing | `5` |
| Worst setup startpoint | `x[2]` |
| YS warnings | `1` |
| WHS | `888 ps` |
| Critical-path top delay cell | `dlygate4sd2_1` |
| Core area | `3420 um2` |
| Vias in the first global route | `168` |
| Vias per inst | `2.13` |
| Initial antenna violation count | `0` |
| PwrDens | `186 nW/um2` |
| Required time worst endpoint | `1120 ps` |
| Mean post-synth cell area | `6.97 um2` |
| Worst Hold Launch | `x[4]` |
| Critical path type | `input pin to output port` |
| Ys flop type | `dlxtp_1` |
| Reg with most FFs | `indicate` |
| Register pins left without a clock | `1` |
| Global-route wire length before repair | `772 um` |
| Worst min path class | `input pin to output port` |
| Hold Buf Count CTS | `0` |
| DRC Markers | `0` |
| Fraction of layout cells with a size suffix above 1 | `48.4%` |
| Worst-Margin Slew | `228 ps` |
| Final setup margin | `53.5 ps` |
| Pins Over Slew Limit | `0` |
| Max Clk Rate | `743 MHz` |
| Number of flip-flops under the largest register name | `1` |
| EDFF count, synth | `0` |
| Met2 Usage GRT | `2.49%` |
| Io pins | `13` |
| Final setup vio count | `0` |
| Crit-path max FO | `2` |
| Post-synth ARST share | `0%` |
| Critical Path, Cell by Cell | `dlygate4sd2_1, nor2_2, nor3_2, o31a_1, buf_2` |
| Chip Area | `6400 um2` |
| HPWL after DPL | `447 um` |
| Yosys cell count | `14` |
## repair_timing
action	4_1_cts	5_1_grt
buffers inserted	2	0
pin swaps	4	2
endpoints found under the setup margin	3	1
gates resized	30	2
## final cells by class
cell class	count	area [um2]
multi-input combinational	11	95.1
timing repair buffer	17	131
tap	46	57.6
inverter	2	7.51
sequential	1	15.0
fill	410	3110
## metrics by stage
stage / util [%] / instance area [um2] / power, mW / TNS, ps
after floorplan: - / 97.6 / 0.0132 / 0
after global placement: 8.79 / 300 / 0.0628 / -1480
after detailed placement: 8.79 / 300 / 0.0633 / -1490
after CTS: 8.79 / 300 / 0.0560 / -8.53
after global routing: 8.97 / 307 / 0.0618 / 0
final: 8.97 / 307 / 0.0569 / 0
## cell families (layout without fill, tap and decap cells)
logic type | after synthesis | after routing | synth area share, %
simple gates | 7 | 7 | 41.0
buf+inv | 2 | 19 | 7.70
compound gates | 4 | 4 | 35.9
latches | 1 | 1 | 15.4
## metal layers
layer / vias up / routed length, um
li1: 85 / -
met1: 72 / 212
met2: 7 / 237
met3: 0 / 59
met4: 0 / 0
met5: - / 0
## cell usage in the layout (no fill, tap or decap)
cell type / n
buf_2: 5
dlygate4sd2_1: 4
buf_4: 4
inv_1: 2
nor2_1: 2
clkdlybuf4s50_1: 2
nor2_2: 1
nor3_2: 1
o31a_1: 1
a21oi_2: 1
nor2b_1: 1
o21ai_0: 1
o41ai_2: 1
nor4_4: 1
nand3_1: 1
dlxtp_1: 1
clkdlybuf4s15_1: 1
clkdlybuf4s15_2: 1
## path summary, 6_finish.rpt
check	to	slack [ps]	depth (start not counted)
worst max-delay path	y[1]	50	5
worst min-delay path	y[0]	890	3
## power breakdown
part / switching (mW) / internal [mW]
Sequential: 0.0000178 / 0.00107
Combinational: 0.0241 / 0.0317
Clock: 0 / 0
Total: 0.0242 / 0.0327
## worst min-delay path, delay by kind of cell
family	cells	cell delay, ps
AOI/OAI and AO/OA	1	80
buffers and inverters	2	250
Power figures rest on the tool's default switching activity, not on a simulated workload.
