## flow/design.v

```verilog
module top(
	input [7:0] a,
	input clk,
	input [2:0] count,
	input lin,
	output reg [7:0] dout
);
always@(posedge clk)begin
	case(count)
		3'b000:dout<=8'b00000000; 
		3'b001:dout<=a; 
		3'b010:dout<=dout>>1; 
		3'b011:dout<=dout<<1; 
		3'b100:dout<={dout[7],dout[7:1]}; 
		3'b101:dout<={lin,dout[7:1]}; 
		3'b110:dout<={dout[0],dout[7:1]}; 
		3'b111:dout<={dout[6:0],dout[7]}; 
		default:dout<=dout;
	endcase
end
endmodule
```

## flow/run.sh

```bash
#!/bin/bash
# OpenROAD 26Q1-2900-gdf79404cd8, Yosys 0.63+post, stock flow scripts
make -C /OpenROAD-flow-scripts/flow DESIGN_CONFIG=/design/flow/config.mk WORK_HOME=/design/flow/orfs finish
```

## flow/config.mk

```make
export PLATFORM = sky130hd
export DESIGN_NAME = top
export DESIGN_NICKNAME = top
export VERILOG_FILES = /design/flow/design.v
export SDC_FILE = /design/flow/constraint.sdc
export NUM_CORES = 4
export LEC_CHECK = 1
export CORE_AREA = 10 10 70 70
export DIE_AREA = 0 0 80 80
```

## flow/constraint.sdc

```tcl
current_design top

set clk_period 2.2
set clk_io_pct 0.2

create_clock -name clk0 -period $clk_period [get_ports {clk}]

set non_clock_inputs [all_inputs -no_clocks]
set_input_delay [expr $clk_period * $clk_io_pct] -clock clk0 $non_clock_inputs
set_output_delay [expr $clk_period * $clk_io_pct] -clock clk0 [all_outputs]
```

==> job_summary.md <==
### Flow metrics

| Metric | Value |
|---|---|
| Root Buffer | `clkbuf_4` |
| Crit. End Element | `flip-flop` |
| Gp weighted congestion | `0.7687` |
| Antenna Nets Post-Route | `0` |
| IO buf count | `20` |
| RSZ-0062 raised after global routing | `false` |
| Vias in the first global route | `370` |
| Vias/cell | `3.563` |
| Max reg flops | `8` |
| Total grt overflow | `0` |
| Clock sink count | `8` |
| Via count | `367` |
| Setup violators final | `0` |
| Cells after Synth | `35` |
| Yosys cell count | `35` |
| Hpwl dp | `987.8 µm` |
| Final Non-Filler Cells | `103` |
| Unique cell types | `16` |
| First-pass DRT Iterations | `4` |
| Die Span X | `80 µm` |
| Hold endpoint | `dout[0]` |
| Placement Setup Slack | `370.7 ps` |
| Placed insts | `99` |
| Die height | `80 µm` |
| Post-layout min period | `1583 ps` |
| Setup slack after layout | `617.2 ps` |
| CTS Buf Count | `3` |
| Clock skew | `10.98 ps` |
| Max clock buf depth | `2` |
| Initial antenna violation count | `0` |
| Hold Path Depth | `1` |
| Design Area, Final | `659.4 µm²` |
| Number of placement rows | `21` |
| HP Class | `reg2reg` |
| Wire per inst | `12.10 µm` |
| Register with the most flip-flops | `dout` |
| # Post-CTS Setup Buffers | `0` |
| Worst path required time | `2400 ps` |
| Pre-Place Util | `11.39%` |
| Worst Tran Pin Value | `590.9 ps` |
| Arr. time, crit path | `1780 ps` |
| CP Launch Type | `primary input` |
| # hold bufs at CTS | `0` |
| Fin crit share | `71.94%` |
| Share of cells above drive strength 1 | `12.28%` |
| Post-synth seq share | `43.73%` |
| Largest net degree at the start of global routing | `11` |
| Outcome | `complete, no violations` |
| Max Cap Violations | `0` |
| Critical path fanouts, max | `7` |
| Yosys Warn Count | `1` |
| DRC Markers | `0` |
| Final hold slack | `507.6 ps` |
| Top cells excl fill/tap | `clkdlybuf4s50_1 (20), nor3b_1 (7), dfxtp_1 (7)` |
| Antenna Cells | `0` |
| Area Overhead vs Synth | `69.45%` |
| Post-Route Setup TNS | `0 ps` |
| Final wirelength | `1246 µm` |
| Most frequent logic cell in the layout | `clkdlybuf4s50_1` |
| Syn Area/Cell | `11.12 µm²` |
| CP Class | `in2reg` |
| Placed instance area | `633.1 µm²` |
| Worst R2R End | `dout[0]` |
| Filler instances | `388` |
| CTS tree | `done` |
| Number of I/O pins | `21` |
| FMAX | `631.8 MHz` |
| Peak supply drop | `248.6 µV` |
| Number of gates resized after CTS | `0` |
| R2R Path Start | `dout[7]` |
| Max-slew headroom | `59.48%` |
| Core Footprint | `3416 µm²` |
| Power Dens Cells | `603.9 nW/µm²` |
| Top Registers | `dout (8)` |
| R2R Setup Slk | `1250 ps` |
| Final Max Tran Viols | `0` |
| H-tree levels | `1` |
| Critical Path Start | `count[1]` |
| Yosys stat chip area | `389.1 µm²` |
| Hold_sp | `dout[1]` |
| Global-route wire length before repair | `1890 µm` |
| Latency at later pin | `260 ps` |
| Worst-path clk slew | `60 ps` |
| Leakage | `0.0002374 µW` |
| GRT Total Usage | `3.955%` |
| Tool Warnings | `25` |
| Hold Vio Cnt, Final | `0` |
| Synth Cell Area | `389.1 µm²` |
| Chip area | `6400 µm²` |
| Cells on worst reg2reg path | `2` |
| Post-synthesis register bit count | `8` |
| DRT iter0 DRCs | `17` |
-- where the power goes --
group	internal (µW)	switching (µW)	leakage, µW
Clock	69.6	53.0	0.0000150
Sequential	167	15.9	0.0000694
Combinational	68.8	23.7	0.000153
-- cells in the mapped netlist --
library cell  n  area (µm²)
edfxtp_1      1       30.03
a2bb2oi_1     1       8.760
and3_4        1       11.26
and2_4        1       8.760
o21ai_0       1       5.000
a221o_1       6       60.06
nor3b_1       7       52.55
mux2i_1       2       20.02
buf_6         1       11.26
nand3_1       1       5.000
or3_2         1       7.510
a211o_1       1       8.760
buf_2         2       10.01
inv_1         1       3.750
dfxtp_1       7       140.1
nand2b_1      1       6.260
-- worst max-delay path by stage --
stage | endpoint | slack [ps] | cells past startpoint
CTS | dout[7] | 610 | 1
global route | dout[3] | 560 | 3
finish | dout[4] | 620 | 3
-- metrics by stage --
stage               power, µW  util (%)
CTS                     406.2     19.30
global placement        281.0     18.53
detailed placement      281.0     18.53
finish                  398.2     19.30
floorplan               212.6         -
global route            424.3     19.30
-- cell families (layout without fill, tap and decap cells) --
| group | count (synthesis) | count (layout) | synth area share [%] |
|---|---|---|---|
| DFF | 8 | 8 | 43.73 |
| and+or+nand+nor | 12 | 12 | 23.47 |
| muxes | 2 | 2 | 5.145 |
| buffers and inverters | 4 | 26 | 6.430 |
| AOI/OAI and AO/OA | 9 | 9 | 21.22 |
-- worst max-delay path, cell delays in order --
cell	delay [ps]
clkdlybuf4s50_1	540
mux2i_1	550
a221o_1	240
-- area by class of cell --
cell class	count	area (µm²)	area share [%]
repair buffers	21	207.7	31.50
multi-input cells	23	193.9	29.41
flip-flops and latches	8	170.2	25.81
well taps	46	57.56	8.729
clock buffers	4	26.28	3.985
inverters	1	3.754	0.5693
-- metal layers --
layer	vias up	track usage [%]	wire, µm
met1	167	5.458	596
met2	18	4.976	506
met3	0	2.955	143
li1	182	-	-
met4	0	0.1761	0
met5	-	0	0
Power and IR drop assume default switching activity.
