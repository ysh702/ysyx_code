==> /design/flow/design.v <==
module bcd7seg(
  input  [3:0] b,
  output reg [6:0] h
);
always@(b) begin
	case(b)
	4'd0: h<=7'b000_0001;
	4'd1: h<=7'b100_1111;
	4'd2: h<=7'b001_0010;
	4'd3: h<=7'b000_0110;
	4'd4: h<=7'b100_1100;
	4'd5: h<=7'b010_0100;
	4'd6: h<=7'b010_0000;
	4'd7: h<=7'b000_1111;
	4'd8: h<=7'b000_0000;
	4'd9: h<=7'b000_0100;
	default: h<=7'b000_0001;
	endcase
end
endmodule
==> /design/flow/run.sh <==
#!/bin/bash
# OpenROAD 26Q1-2900-gdf79404cd8, Yosys 0.63+post, stock flow scripts
make -C /OpenROAD-flow-scripts/flow DESIGN_CONFIG=/design/flow/config.mk WORK_HOME=/design/flow/orfs finish
==> /design/flow/config.mk <==
export PLATFORM = sky130hd
export DESIGN_NAME = bcd7seg
export DESIGN_NICKNAME = bcd7seg
export VERILOG_FILES = /design/flow/design.v
export SDC_FILE = /design/flow/constraint.sdc
export NUM_CORES = 4
export LEC_CHECK = 1
export CORE_AREA = 10 10 70 70
export DIE_AREA = 0 0 80 80
==> /design/flow/constraint.sdc <==
current_design bcd7seg

set clk_period 1.2
set clk_io_pct 0.2

create_clock -name clk0 -period $clk_period

set non_clock_inputs [all_inputs -no_clocks]
set_input_delay [expr $clk_period * $clk_io_pct] -clock clk0 $non_clock_inputs
set_output_delay [expr $clk_period * $clk_io_pct] -clock clk0 [all_outputs]
==> impl_metrics.prom <==
# HELP chip_impl_metric Implementation results
# TYPE chip_impl_metric gauge
chip_impl_info{name="failed_checks",value="setup timing"} 1
chip_impl_metric{name="clock_buffer_count",unit=""} 0
chip_impl_info{name="setup.worst_path.class",value="primary input to output pin"} 1
chip_impl_metric{name="grt_pass1_wl",unit="microns"} 1100
chip_impl_metric{name="synth_top_area_share",unit="%"} 27.2
chip_impl_info{name="rsz0062_at_grt",value="yes"} 1
chip_impl_metric{name="critPathMaxFanout",unit=""} 3
chip_impl_metric{name="timing_max_transition_violations_final",unit=""} 0
chip_impl_metric{name="slew-limit-headroom",unit="%"} 84.7
chip_impl_metric{name="timing.critical_path.slowest_cell_delay",unit="ns"} 0.16
chip_impl_metric{name="period_used_share",unit="%"} 102
chip_impl_metric{name="layout.filler_cells",unit=""} 399
chip_impl_metric{name="synth.yosys.seq_area_share",unit="%"} 0
chip_impl_metric{name="dp.cells",unit=""} 82
chip_impl_metric{name="yosysUniqueCellTypes",unit=""} 16
chip_impl_metric{name="route.detailed.wl_per_inst",unit="microns"} 8.20
chip_impl_metric{name="pwr_density_cell",unit="nW/um^2"} 291
chip_impl_metric{name="syn_area_per_cell",unit="sq um"} 7.66
chip_impl_metric{name="yosys.stat.chipArea",unit="sq um"} 184
chip_impl_metric{name="postLayoutSetupSlackWorst",unit="ns"} -0.0248
chip_impl_metric{name="layout.cells.non_filler",unit=""} 83
chip_impl_metric{name="antenna_found_initial",unit=""} 0
chip_impl_metric{name="design_power_total",unit="mW"} 0.114
chip_impl_metric{name="viasPerCell",unit=""} 2.48
chip_impl_metric{name="mappedNetlistArea",unit="sq um"} 184
chip_impl_metric{name="n_antenna_cell",unit=""} 0
chip_impl_info{name="end_kind",value="output pin"} 1
chip_impl_metric{name="die_x",unit="microns"} 80
chip_impl_metric{name="placement.io_buffers",unit=""} 11
chip_impl_info{name="path_delay_family",value="buffers and inverters"} 1
chip_impl_metric{name="worstPathRequired",unit="ns"} 0.96
chip_impl_info{name="critical-path-slowest-cell",value="mux2i_2"} 1
chip_impl_metric{name="warning_count",unit=""} 37
chip_impl_metric{name="worstPathBufferInverterCount",unit=""} 3
chip_impl_metric{name="fmaxAchievable",unit="GHz"} 0.816
chip_impl_info{name="top_cells_by_area",value="ha_1 27%, nand2b_4 7.5%, nand2b_1 6.8%, buf_6 6.1%, inv_1 6.1%"} 1
chip_impl_metric{name="num_io_pins",unit=""} 11
chip_impl_metric{name="numSequentialCells",unit=""} 0
chip_impl_metric{name="ys_warn_count",unit=""} 1
chip_impl_info{name="startpoint_type",value="primary input"} 1
chip_impl_info{name="outcome",value="complete, but fails checks"} 1
chip_impl_metric{name="vertical_die_size",unit="microns"} 80
chip_impl_metric{name="floorplan.initialDensity",unit="%"} 5.38
chip_impl_metric{name="final_design_area_no_fill",unit="sq um"} 390
chip_impl_metric{name="ys_cells",unit=""} 24
chip_impl_metric{name="ant_nets",unit=""} 0
chip_impl_metric{name="setup-violations-final",unit=""} 2
chip_impl_info{name="synth_top_cell_by_area",value="ha_1"} 1
chip_impl_metric{name="timing.setup.tns",unit="ns"} -0.0306
chip_impl_metric{name="finalCriticalPeriod",unit="ns"} 1.22
chip_impl_metric{name="fp.dieArea",unit="sq um"} 6400
chip_impl_metric{name="placedInstanceArea",unit="sq um"} 355
chip_impl_metric{name="netlist_instances",unit=""} 24
chip_impl_metric{name="holdBufCountCts",unit=""} 0
chip_impl_info{name="cp_cell_sequence",value="buf_8 > buf_6 > ha_4 > mux2i_2 > o22ai_2 > buf_2"} 1
chip_impl_metric{name="largest_net_degree_at_the_start_of_global_routing",unit=""} 10
chip_impl_metric{name="grt_overflow_total",unit=""} 0
chip_impl_metric{name="worst-slew-pin-transition",unit="ns"} 0.229
chip_impl_info{name="most_common_cell",value="ha_1"} 1
chip_impl_metric{name="routed_wirelength",unit="microns"} 681
chip_impl_info{name="timing.hold.worst.class",value="primary input to output pin"} 1
chip_impl_metric{name="area_delta_synth_final",unit="%"} 112
chip_impl_metric{name="irDropWorstVdd",unit="mV"} 0.0525
chip_impl_metric{name="detail_route.drc_violations",unit=""} 0
chip_impl_metric{name="power.leakage",unit="nW"} 0.164
chip_impl_metric{name="std_cell_rows",unit=""} 21
chip_impl_metric{name="iteration_tally_of_the_first_detailed_router_pass",unit=""} 2
chip_impl_metric{name="gp_routability_congestion",unit=""} 0.734
chip_impl_metric{name="initialDrtViolationCount",unit=""} 24
chip_impl_metric{name="worst_hold_slack",unit="ns"} 0.830
chip_impl_metric{name="data_arrival_time_of_the_critical_path",unit="ns"} 0.98
chip_impl_metric{name="finalHoldViolCount",unit=""} 0
chip_impl_metric{name="grt_pass1_vias",unit=""} 235
chip_impl_metric{name="track_usage",unit="%"} 2.08
chip_impl_metric{name="post_route_cells_drive_above_1_share",unit="%"} 75.7
chip_impl_info{name="synthTopCellsByCount",value="4 x ha_1, 3 x inv_1, 2 x a21oi_1, 2 x nand2_1, 2 x nand2b_1"} 1
chip_impl_metric{name="maxCapViolations",unit=""} 0
chip_impl_metric{name="sequential_cell_area",unit="sq um"} 0
chip_impl_metric{name="detailroute.via_count",unit=""} 206
chip_impl_metric{name="core",unit="sq um"} 3420
==> repair_timing <==
action | in CTS | in global routing
setup buffers | 0 | 1
gates resized | 56 | 3
endpoints found under the setup margin | 7 | 6
gates cloned | 0 | 0
pin swaps | 7 | 2
endpoints found under the hold margin | 0 | 0
==> worst paths after layout <==
| kind | from | to | slack (ns) | cells after the start |
|---|---|---|---|---|
| max | b[0] | h[2] | -0.02 | 6 |
| min | b[3] | h[4] | 0.83 | 3 |
==> power by group <==
part / total [mW] / switching [mW] / leakage (nW) / internal [mW]
registers: 0 / 0 / 0 / 0
logic: 0.114 / 0.0493 / 0.164 / 0.0645
clock network: 0 / 0 / 0 / 0
==> stage by stage <==
step	utilization, %	setup WS (ns)
2_1_floorplan	-	0.178
3_3_place_gp	10.4	-0.901
3_5_place_dp	10.4	-0.933
4_1_cts	10.9	-0.0292
5_1_grt	11.4	-0.0635
6_report	11.4	-0.0248
==> final cells by class <==
class | instances | area (sq um) | area share [%]
Timing Repair Buffer | 15 | 109 | 27.9
Multi-Input combinational cell | 19 | 210 | 53.8
Inverter | 3 | 13.8 | 3.53
Tap cell | 46 | 57.6 | 14.7
==> cell families after synthesis <==
logic type / Yosys count / synth area share, %
xor+xnor: 1 / 4.76
buf+inv: 5 / 16.3
fa+ha+maj: 4 / 27.2
simple gates: 8 / 27.9
mux: 1 / 5.44
compound gates: 5 / 18.4
==> placed cells by master, fill, tap and decap left out, types with 2 or more instances in the layout <==
cell type	count
buf_2	9
buf_6	3
nand2b_4	2
a21oi_2	2
nand2_1	2
ha_4	2
ha_2	2
buf_4	2
==> routing by layer <==
metal	part of all wire, %	GRT usage (%)
met1	49	2.90
met2	26	2.25
met3	25	2.05
met4	0	0
met5	0	0
Power and IR drop assume default switching activity.
